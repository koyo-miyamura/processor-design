==> design.v <==
`timescale              1 ns/1 ps
module branch_glpre(predict,
	      Iadd,Badd,Idata,Bdata,result,if_id_write,clk);
	input [31:0]Iadd,Badd,Idata,Bdata;
	input result,if_id_write,clk;
	output predict;
	parameter bal=6'b000001,bs=4'b0001;
	parameter WIDTH=2;
	parameter ENTRY=4096;
	parameter DEPTH=12;
	parameter SHIFT=8;
	parameter ADDRESS=DEPTH-SHIFT;
	parameter Initial=2'b01;
	reg  [WIDTH-1:0]  ram [ENTRY-1:0];
	reg  [31:0]       corect_counter;
	reg  [31:0]	  branch_counter;
	reg  [SHIFT-1:0]      shift;
	reg  [SHIFT-1:0]      shift_pre;
	wire [DEPTH-1:0]  I_index={(shift^Iadd[DEPTH+1:ADDRESS+1]),Iadd[ADDRESS+1:2]};
	wire [DEPTH-1:0]  B_index={(shift_pre^Badd[DEPTH+1:ADDRESS+1]),Badd[ADDRESS+1:2]};
	wire I_branch_check=(Idata[31:26]==bal)||(Idata[31:28]==bs);
	wire B_branch_check=(Bdata[31:26]==bal)||(Bdata[31:28]==bs);
	assign predict=(I_branch_check==0)?                           1'bz:
		       ( (ram[I_index]==2'b11)||(ram[I_index]==2'b10) )? 1:0;
	always @(posedge clk)
	begin
		if((B_branch_check==0)||(if_id_write==0))
		begin
			corect_counter=corect_counter;
		end
		else if( ( (result==1)&& ((ram[B_index]==2'b11)||(ram[B_index]==2'b10)) )||( (result==0)&& ((ram[B_index]==2'b01)||(ram[B_index]==2'b00)) ) )
		begin
			corect_counter=corect_counter+1;
		end
		else 
		begin
			corect_counter=corect_counter;
		end
		if((B_branch_check==0)||(if_id_write==0))
		begin
			ram[B_index]<=ram[B_index];
		end
		else if( ((result==1)&&(ram[B_index]==2'b11)) || ((result==0)&&(ram[B_index]==2'b00)))
		begin
			ram[B_index]<=ram[B_index];
		end
		else if(result==1)
		begin
			ram[B_index]<=ram[B_index]+1;
		end
		else
		begin
			ram[B_index]<=ram[B_index]-1;
		end
		if(I_branch_check==1)
		begin
			branch_counter=branch_counter+1;
		end
		else
		begin
			branch_counter=branch_counter;
		end
		shift_pre<=shift;
		shift<={shift,result};
	end
	integer i;
        initial begin
	corect_counter=0;
	branch_counter=0;
	shift    =8'b0000_0000;
	shift_pre=8'b0000_0000;
        for(i=0;i<ENTRY;i=i+1)
            ram[i]=Initial;
	end
endmodule
==> run.sh <==
#!/bin/bash
# OpenROAD 26Q1-2900-gdf79404cd8, Yosys 0.63+post, stock flow scripts
make -C /OpenROAD-flow-scripts/flow DESIGN_CONFIG=/design/flow/config.mk WORK_HOME=/design/flow/orfs finish
==> config.mk <==
export PLATFORM = sky130hd
export DESIGN_NAME = branch_glpre
export DESIGN_NICKNAME = branch_glpre
export VERILOG_FILES = /design/flow/design.v
export SDC_FILE = /design/flow/constraint.sdc
export NUM_CORES = 4
export LEC_CHECK = 1
export CORE_UTILIZATION = 40
export SYNTH_MEMORY_MAX_BITS = 65536
==> constraint.sdc <==
current_design branch_glpre

set clk_period 472.6
set clk_io_pct 0.2

create_clock -name clk0 -period $clk_period [get_ports {clk}]

set non_clock_inputs [all_inputs -no_clocks]
set_input_delay [expr $clk_period * $clk_io_pct] -clock clk0 $non_clock_inputs
set_output_delay [expr $clk_period * $clk_io_pct] -clock clk0 [all_outputs]
==> results.sh <==
# implementation run metrics
export IMPL_grt_use_met1_pct=34.6
export IMPL_grtUsageMet3_pct=36.5
export IMPL_crit_required_ns=378.08
export IMPL_clock_sinks=8201
export IMPL_drt_iter0_drc=22900
export IMPL_largest_area_cell="edfxtp_1"
export IMPL_cp_end_kind="output pin"
export IMPL_clock_latency_late_pin_ns=1.29
export IMPL_cts_resized=0
export IMPL_fmax_ghz=0.00509
export IMPL_hold_viol=0
export IMPL_top_cell_area_share_pct=66.9
export IMPL_power_leakage_nw=127
export IMPL_clk_pin_slew_worst_paths_ns=0.06
export IMPL_synth_distinct_cells=89
export IMPL_drc_errors=0
export IMPL_rows=351
export IMPL_crit_top_cell="buf_4"
export IMPL_relSlewSlack_pct=-5.00
export IMPL_ios=132
export IMPL_drt_pass1_iter_count=9
export IMPL_cts_setup_buffers=0
export IMPL_finalMaxSlewViolations=4
export IMPL_grt_usage_pct=36.6
export IMPL_ys_area_um2=368000
export IMPL_status="complete, but fails checks"
export IMPL_powerDensity_nw_per_um2=4.33
export IMPL_async_flop_share_pct=0
export IMPL_crit_path_max_fanout=23
export IMPL_synthCells=23700
export IMPL_grt_overflow=0
export IMPL_hpwl_um=962000
export IMPL_core_um2=915000
export IMPL_criticalPathCategory="in2out"
export IMPL_hold_buffers=0
export IMPL_grt_pass1_vias=257000
export IMPL_violations="capacitance limit, slew limit"
export IMPL_timing_final_crit_period_ns=196.54
export IMPL_finalClockPeriodUsage_pct=41.6
export IMPL_die_area_um2=923000
export IMPL_tns_ns=0
export IMPL_antenna_found_initial=203
export IMPL_met2_usage_pct=46.0
export IMPL_synth_area_um2=368000
export IMPL_syn_area_per_cell_um2=15.5
export IMPL_num_vias=247000
export IMPL_area_leaders="edfxtp_1 67%, mux4_2 11%, nor2_1 4.7%, mux2i_1 3.1%, mux2_2 2.3%"
export IMPL_finalWeightedCongestion=1.01
export IMPL_clockBufferDepth=4
export IMPL_ys_warn_count=2
export IMPL_busiest_layer="met2"
export IMPL_setup_viol=0
export IMPL_critPathLaunchType="input pin"
export IMPL_grt_max_degree=159
export IMPL_dp_worst_setup_slack_ns=276.53
export IMPL_cts_root_buf="clkbuf_16"
export IMPL_edf_count=8192
export IMPL_h_tree_depth=6
export IMPL_drtAntennaViolNets=0
export IMPL_worst_pin_slew_ns=1.56
export IMPL_log_warning_count=166
export IMPL_yosysSeqAreaShare_pct=67.0
export IMPL_crit_slowest_cell="o311ai_0"
export IMPL_io_buffers=31
export IMPL_wl_per_cell_um=42.4
export IMPL_yosys_cells=23700
export IMPL_finalWorstSetupSlack_ns=276.07
export IMPL_die_h_um=961
export IMPL_crit_chain="buf_8, inv_8, buf_4, buf_4, buf_4, buf_4, mux2i_1, o22ai_1, o311ai_0, buf_4, nand2_1, o31ai_1, a211o_1, o32a_1, nand3_1, clkdlybuf4s50_1"
export IMPL_grt_pass1_wl_um=2120000
export IMPL_numSynthFlops=8201
export IMPL_ir_worst_vdd_v=0.00000483
export IMPL_cap_violations=2
export IMPL_synthToLayoutAreaGrowth_pct=12.2
export IMPL_wirelength_um=1570000
export IMPL_skew_ns=0.112
export IMPL_vias_per_cell=6.68
export IMPL_hold_path_class="reg2reg"
export IMPL_drive_above_1_share_pct=21.7
export IMPL_cp_slowest_stage_delay_ns=1.09
export IMPL_grt_setup_unrepaired="no"
export IMPL_cts_buffers=834
export IMPL_fp_dieW_um=961
export IMPL_initial_core_util_pct=40.2
export IMPL_ff_type="edfxtp_1"
export IMPL_cts_tree="built"
export IMPL_cp_arrival_ns=102.01
## final timing paths
kind	from	to	slack, ns	depth (start not counted)
max	Iadd[4]	predict	276.07	16
min	shift_pre[6]	shift_pre[7]	0.50	0
max reg2reg	shift_pre[0]	ram[3352][1]	459.55	26
min reg2reg	shift_pre[6]	shift_pre[7]	0.50	0
## Yosys cell counts (18+ instances only)
cell and instances:
and3_1 24, a21oi_1 502, o31ai_1 19, edfxtp_1 8192, nand3_1 91, o211ai_1 70
a211oi_1 99, nand2_1 622, nand4_1 19, mux2i_1 1151, a221oi_1 912, o21ai_0 507
a211o_1 22, o311ai_0 51, nor2_1 4590, o2bb2ai_1 98, mux2_2 751, nor3_1 83
a22oi_1 493, a222oi_1 35, a311oi_1 32, o221ai_1 195, o2111ai_1 25, a31oi_1 78
o22a_1 46, clkbuf_1 1281, o22ai_1 370, a2111oi_0 21, nand3b_1 18, buf_2 574
mux4_2 1728, a22o_1 107, buf_4 188, a221o_1 160, buf_6 106, and2_1 19
buf_1 168
## critical path, delay by kind of cell
kind	cells	cell delay [ns]
compound gates	5	2.01
simple gates	2	0.91
buf+inv	8	3.88
mux	1	0.43
## layout make-up
| type | instances | area [um^2] |
|---|---|---|
| Sequential cell | 8201 | 246000 |
| Multi-Input combinational cell | 13200 | 112000 |
| Antenna cell | 451 | 1130 |
| Timing Repair Buffer | 1351 | 10900 |
| Tap cell | 12200 | 15200 |
| Fill cell | 77700 | 502000 |
| Clock buffer | 994 | 21500 |
| Inverter | 12 | 97.6 |
| Clock inverter | 545 | 5510 |
## placed cells by master (no fill, tap or decap), types with 90 or more instances in the layout
cell and n:
edfxtp_1 8192, nor2_1 4562, mux4_2 1728, buf_4 1268
mux2i_1 1151, a221oi_1 911, clkbuf_16 837, mux2_2 751
o21ai_0 503, a21oi_1 502, a22oi_1 493, nand2_1 476
diode_2 451, o22ai_1 370, clkinv_1 212, o221ai_1 195
a221o_1 160, clkbuf_1 157, clkinv_2 142, a22o_1 107
o2bb2ai_1 98, a211oi_1 90
## flip-flops by register name, indices dropped and copies added (netlist names)
signal	flops
shift_pre	8
ram	8192
shift	1
## metal layers
layer,vias to the layer above,part of all wire (%)
met1,122000,27
met4,395,8.3
met3,5550,23
met5,-,0.94
met2,23000,41
li1,95400,-
## logic make-up after synthesis
group	after synthesis	share of synthesized area (%)
DFF	8201	67.0
adders and majority gates	2	0.00680
buffers and inverters	2332	3.00
xor gates and xnor gates	27	0.0643
and+or+nand+nor	5541	5.85
muxes	3645	16.1
AOI/OAI and AO/OA	4000	8.05
## power by group
part           switching (mW)  internal (mW)
sequential           0.000281          0.889
combinational           0.189         0.0445
clock                   0.296          0.368
total                   0.485           1.30
## per-stage QoR
step	instances	utilization [%]	area [um^2]	power, mW	hold WS, ns
after detailed placement	35000	42.0	384000	1.13	0.539
after global placement	35000	42.0	384000	1.13	0.545
after floorplan	23700	-	368000	1.70	0.329
after global routing	36700	45.0	412000	1.82	0.504
final	36900	45.1	413000	1.79	0.499
after CTS	36500	45.0	411000	1.78	0.503
Power and IR drop assume default switching activity.
