`design.v`:
```
`timescale              1 ns/1 ps
module Iv_ex(vector_ex,
	     overflow,vector_id);
	input  [4:0]vector_id;
	input overflow;
	output [4:0]vector_ex;
	parameter arithmetic=5'b01100;
	assign vector_ex=(vector_id>arithmetic)? vector_id:
			 (overflow)?            arithmetic:
			 		          5'b00000;
endmodule
`timescale              1 ns/1 ps
module alu(alu_out,overflow,
	   rs,rt,alu_control,shamt);
	input [31:0]rs,rt;
	input [4:0]alu_control,shamt;
	output[31:0]alu_out; 
	output overflow;
	parameter sll_alu=5'b00000,srl_alu=5'b00001,sra_alu=5'b00010,sllv_alu=5'b00011,srlv_alu=5'b00100,srav_alu=5'b00101,add_alu=5'b00110,addu_alu=5'b00111,
		  sub_alu=5'b01000,subu_alu=5'b01001,and_alu=5'b01010,or_alu=5'b01011,xor_alu=5'b01100,nor_alu=5'b01101,slt_alu=5'b01110,sltu_alu=5'b01111,
		  lui_alu=5'b10000;
	function [31:0] alu_exe;
		input [31:0]rs,rt;
		input [4:0]alu_control,shamt;
		case(alu_control)
		sll_alu:  alu_exe=rt<<shamt;
		srl_alu:  alu_exe=rt>>shamt;
		sra_alu:  alu_exe=($signed(rt))>>>shamt;
		sllv_alu: alu_exe=rt<<rs[4:0];
		srlv_alu: alu_exe=rt>>rs[4:0];
		srav_alu: alu_exe=($signed(rt))>>>rs[4:0]; 
		add_alu:  alu_exe=rs+rt;
		addu_alu: alu_exe=rs+rt;
		sub_alu:  alu_exe=rs-rt;
		subu_alu: alu_exe=rs-rt;
		and_alu:  alu_exe=rs&rt;
		or_alu:   alu_exe=rs|rt;
		xor_alu:  alu_exe=rs^rt;
		nor_alu:  alu_exe=~(rs|rt);
		slt_alu:  alu_exe=(($signed(rs))<($signed(rt)));
		sltu_alu: alu_exe=(rs<rt);
		lui_alu:  alu_exe={rt[15:0],16'h0000};
		default:  alu_exe=0;
		endcase
	endfunction
	assign alu_out=alu_exe(rs,rt,alu_control,shamt);
	assign overflow=( ({rs[31],rt[31],alu_control,alu_out[31]}=={2'b00,add_alu,1'b1})||
			  ({rs[31],rt[31],alu_control,alu_out[31]}=={2'b11,add_alu,1'b0})||
			  ({rs[31],rt[31],alu_control,alu_out[31]}=={2'b01,sub_alu,1'b1})||
			  ({rs[31],rt[31],alu_control,alu_out[31]}=={2'b10,sub_alu,1'b0}) )? 1:0;
endmodule
`timescale              1 ns/1 ps
module alu_control(alu_control_out,shamt_out,
	      func,shamt_in,alu_op);
	input [5:0]func;
	input [4:0]shamt_in;
	input [3:0]alu_op;
	output[4:0]alu_control_out,shamt_out;
	parameter sll=6'b000000,srl=6'b000010,sra=6'b000011,sllv=6'b000100,srlv=6'b000110,srav=6'b000111,
		  jr=6'b001000,jalr=6'b001001,add=6'b100000,addu=6'b100001,sub=6'b100010,subu=6'b100011,And=6'b100100,Or=6'b100101,Xor=6'b100110,
		  Nor=6'b100111,slt=6'b101010,sltu=6'b101011;
	parameter func_op=4'b0000,add_s=4'b0001,add_uns=4'b0010,slt_s=4'b0011,slt_uns=4'b0100,and_op=4'b0101,or_op=4'b0110,xor_op=4'b0111,lui_op=4'b1000;
	parameter sll_alu=5'b00000,srl_alu=5'b00001,sra_alu=5'b00010,sllv_alu=5'b00011,srlv_alu=5'b00100,srav_alu=5'b00101,add_alu=5'b00110,addu_alu=5'b00111,
		  sub_alu=5'b01000,subu_alu=5'b01001,and_alu=5'b01010,or_alu=5'b01011,xor_alu=5'b01100,nor_alu=5'b01101,slt_alu=5'b01110,sltu_alu=5'b01111,
		  lui_alu=5'b10000;
	parameter zero=5'b00000;
	function [9:0] alu_control;
		input [5:0]func;
		input [4:0]shamt_in;
		input [3:0]alu_op;
		case(alu_op)
		func_op:begin
			case(func)
			   sll:alu_control={sll_alu,shamt_in};
			   srl:alu_control={srl_alu,shamt_in};
		           sra:alu_control={sra_alu,shamt_in};	  
			   sllv:alu_control={sllv_alu,zero};			
			   srlv:alu_control={srlv_alu,zero};
			   srav:alu_control={srav_alu,zero};
			   jr,jalr:alu_control={5'b00000,zero};
			   add:alu_control={add_alu,zero};
		           addu:alu_control={addu_alu,zero};	  
			   sub:alu_control={sub_alu,zero};			
			   subu:alu_control={subu_alu,zero};
		           And:alu_control={and_alu,zero};	  
			   Or:alu_control={or_alu,zero};			
			   Xor:alu_control={xor_alu,zero};
		           Nor:alu_control={nor_alu,zero};	  
			   slt:alu_control={slt_alu,zero};
			   sltu:alu_control={sltu_alu,zero};
			   default:alu_control=10'b00000_00000;
			endcase
			end
		add_s:   alu_control={add_alu,zero};
		add_uns: alu_control={addu_alu,zero};
		slt_s:   alu_control={slt_alu,zero};
		slt_uns: alu_control={sltu_alu,zero};
		and_op:  alu_control={and_alu,zero};
		or_op:   alu_control={or_alu,zero};
		xor_op:  alu_control={xor_alu,zero};
		lui_op:  alu_control={lui_alu,zero};
		default:alu_control=10'b00000_00000;
		endcase
	endfunction
	assign {alu_control_out,shamt_out}=alu_control(func,shamt_in,alu_op);
endmodule
`timescale              1 ns/1 ps
module ex_stage(regdst_out,rt_out,alu_data,control_out,vector_ex,pc_out,
		control_in,pc_in,data1,data2,offset,rt_field,rd_field,wb_data,ex_mem_data,forward_a,forward_b,vector_id);
	input [31:0]pc_in,data1,data2,offset,wb_data,ex_mem_data;
	input [14:0]control_in;
	input [4:0]rt_field,rd_field,vector_id;
	input [1:0] forward_a,forward_b;
	output [31:0]alu_data,rt_out,pc_out;
	output [7:0]control_out;
	output [4:0]regdst_out,vector_ex;
	wire  [31:0]data1_in,data2_in,alu_result;
	wire  [5:0]func;
	wire  [4:0]shamt_in,shamt_out,alu_control_out;
	wire  [3:0]alu_op;
	wire  [1:0]regdst;
	wire  alu_src,overflow;
	assign pc_out=pc_in;
	assign regdst=control_in[9:8];
	assign alu_src=control_in[10];
	assign alu_op=control_in[14:11];
	assign alu_data=(regdst[1])? pc_in:alu_result;
	assign control_out=control_in[7:0];
	assign regdst_out=(regdst==2'b00)? rt_field:
			  (regdst==2'b01)? rd_field:
			  (regdst==2'b10)? 5'b11111:
			  5'bzzzzz;
	assign shamt_in=offset[10:6];
	assign func= offset[5:0];
	assign rt_out=(forward_b==2'b00)? data2:
		      (forward_b==2'b01)? wb_data:
		      (forward_b==2'b10)? ex_mem_data:
		      5'bzzzzz;
	assign data2_in=(alu_src==1'b0)? rt_out:offset;
	assign data1_in=(forward_a==2'b00)? data1:
		        (forward_a==2'b01)? wb_data:
		        (forward_a==2'b10)? ex_mem_data:
		        32'bzzzzz;
	alu_control alu_control(.alu_control_out(alu_control_out), .shamt_out(shamt_out),
 			  .func(func), .shamt_in(shamt_in), .alu_op(alu_op));
	alu alu(.alu_out(alu_result), .overflow(overflow),
	         .rs(data1_in), .rt(data2_in), .alu_control(alu_control_out), .shamt(shamt_out));
	Iv_ex Iv_ex(.vector_ex(vector_ex),
		.overflow(overflow), .vector_id(vector_id));
endmodule
```
`run.sh`:
```
#!/bin/bash
# OpenROAD 26Q1-2900-gdf79404cd8, Yosys 0.63+post, stock flow scripts
make -C /OpenROAD-flow-scripts/flow DESIGN_CONFIG=/design/flow/config.mk WORK_HOME=/design/flow/orfs finish
```
`config.mk`:
```
export PLATFORM = sky130hd
export DESIGN_NAME = ex_stage
export DESIGN_NICKNAME = ex_stage
export VERILOG_FILES = /design/flow/design.v
export SDC_FILE = /design/flow/constraint.sdc
export NUM_CORES = 4
export LEC_CHECK = 1
export CORE_UTILIZATION = 50
```
`constraint.sdc`:
```
current_design ex_stage

set clk_period 17.7
set clk_io_pct 0.2

create_clock -name clk0 -period $clk_period

set non_clock_inputs [all_inputs -no_clocks]
set_input_delay [expr $clk_period * $clk_io_pct] -clock clk0 $non_clock_inputs
set_output_delay [expr $clk_period * $clk_io_pct] -clock clk0 [all_outputs]
```
==> results.txt <==
Entry: Yosys synthesis followed by OpenROAD place and route.

Flow run:
- Warnings raised by the tools during the run amount to 98.
- Max-cap violations in this run came to 0.

Route:
- The run gives the number of optimization iterations in the first detailed-route pass as 34.
- The run gives the remaining routing DRC violations as 0.
- The run puts the residual antenna-violating net count after detailed routing at 0.
- The run puts the vias per cell at 7.10.
- The run puts the DRC marker count from the first detailed-route iteration at 3029.
- The run gives the post-detailed-routing wire length as 73.4 mm.
- The run puts the wire length per cell at 28.4 um.
- Detailed routing inserted a total of 18337 vias.

Pwr:
- The run gives the leakage dissipation as 7.19 nW.
- The worst VDD IR drop from the latest analysis is 0.0303 mV.
- The run puts the internal power contribution at 261 uW.
- The run gives the share of total power consumed by net switching as 0.608.
- The run puts the power per standard cell area at 39.6 nW/um^2.
- The switching component of the power was reported as 405 uW.

Cells and area:
- The run gives the share of the core filled with cells as 0.641.
- The run puts the clock buffer count at 0.
- The run puts the post-route cell area at 16800 sq um.
- The run puts the area occupied by registers at 0 sq um.
- Per the final layout report, the fraction of cells sized above drive strength 1 comes to 0.0749.
- The run gives the number of sequential cells in the layout as 0.
- The run puts the synthesis-to-layout area growth at 25.2%.

Placement:
- Summing all placed instances gives a cell area of 16800 sq um.
- The run gives the number of buffers inserted by port buffering as 324.
- At the end of routability-driven placement, the weighted congestion stood at 1.23.
- The run gives the detailed placer's ending HPWL as 57.8 mm.

Logic synthesis:
- The run gives the yosys synthesis chip area as 13400 sq um.
- The run puts the cell count after synthesis at 2035.
- The synthesis stats list as the most numerous cell mux2i_1.
- The biggest area contributor in the post-synthesis netlist is mux2i_1.
- The run gives the area share of the leading cell type in the synthesized netlist as 0.200.
- Yosys reports that the most numerous cell types are 268 x mux2i_1, 245 x nand2_1, 180 x nor2_1.
- The run gives the area fraction in and, or, nand and nor cells after synthesis as 0.204.
- In this run the cell area of the synthesized design comes to 13400 sq um.
- The run puts the sequential element share of the synthesized area at 0.
- The run puts the share of cell area taken by muxes after synthesis at 0.227.
- The run gives the post-synthesis average cell area as 6.59 sq um.
- The netlist uses 93 different library cells.
- Yosys shows that the main logic family after synthesis is AND-OR/OR-AND gates.
- In this run, the synthesized area fraction spent on adder and majority cells is recorded as 0.0935.
- Of the total synthesized cell area, the portion taken by AND-OR and OR-AND cells is 0.357.
- In the Yosys report the total cell count is 2035.
- The run gives the number of synthesis warnings as 10.
- The run gives the synthesized-area fraction occupied by xor and xnor cells as 0.0124.
- The main area contributors are mux2i_1 20%, ha_1 9.1%, nand2_1 6.9%, a21oi_1 5.8%, o21ai_0 5.8%.

Global routing:
- The run puts the via count of the first global-routing pass at 16663.
- The run puts the pin count of the biggest net entering global routing at 65.
- The run puts the number of antenna violations at the first check in global routing at 4.
- The run gives the remaining global-route overflow as 0.
- The run puts the overall global routing resource usage at 0.527.
- The first global-routing pass estimated 107 mm of wire.

Final timing:
- For the pin with the worst max-slew slack, the measured transition is 1130 ps.
- Checking max transition, the worst relative margin is 0.238.
- The run puts the count of pins over their slew limit at 0.
- Summed over all failing endpoints, the final setup total negative slack is 0 ps.
- The run gives the number of hold violations in the final report as 0.
- The run gives the time the worst path needs with I/O delays and setup as 13620 ps.
- The run gives the part of the cycle the worst path needs as 0.769.
- The run puts the number of endpoints failing setup at the final stage at 0.
- Setup repair after global routing left no endpoint under its margin.
- The run puts the peak clock frequency supported by timing at 73.4 MHz.

Worst setup path:
- The run gives the worst path required time as 14160 ps.
- For reference, the most critical setup path is categorized as primary input to output pin.
- STA classifies the critical path endpoint as an output pin.
- The worst setup path is launched from a primary input.
- The run gives the critical path data arrival time as 10080 ps.
- The run puts the maximum fanout encountered on the critical timing path at 34.

Status:
- The run finished with clean final reports.

Floorplan:
- According to the floorplan report, the die width is 166 um.
- The run puts the floorplan core density at 0.512.
- The vertical die dimension reported for this design is 166 um.
- The run puts the core box area at 26200 sq um.
- In this run the count of I/O pins placed on the die edge is 340.
- The overall die size recorded for this design is 27500 sq um.
- In this run the core area contains 59 standard-cell rows.

Worst hold path:
- The worst hold path belongs to the class primary input to output pin.
- The run gives the cell depth of the worst hold path as 0.

Clock tree:
- The run puts the number of setup buffers added after CTS at 0.
- The run puts the number of buffers added to fix hold violations after cts at 0.
- The run gives the post-cts resize count as 0.
-- final cells by class --
class / instances / area (sq um)
antenna: 3 / 7.51
fill: 2189 / 9420
inverter: 110 / 413
multi-input combinational: 1725 / 12100
tap: 335 / 419
timing repair buffer: 409 / 3860
-- per-stage QoR --
step                      std cells  power [mW]  hold WS [ps]  worst slack, ps
after detailed placement       2579       0.625          7080             4370
after global routing           2579       0.696          7080             3800
after floorplan                2035       0.366          7120             5900
after global placement         2579       0.622          7080             4500
after CTS                      2579       0.629          7080             4350
final                          2582       0.666          7080             4080
-- power groups by stage --
stage	logic, mW	registers (mW)	clock network [mW]
after global routing	0.696	0	0
after CTS	0.629	0	0
-- cell families (layout without fill, tap and decap cells) --
logic type / after synthesis / in the layout
AND-OR/OR-AND: 697 / 697
multiplexers: 299 / 299
buffers and inverters: 310 / 519
XOR/XNOR: 19 / 19
AND/OR/NAND/NOR: 611 / 611
adder cells (fa/ha/maj): 99 / 99
other: 0 / 3
-- layout by cell type (no fill, tap or decap), types with 8 or more instances in the layout --
| cell type | synthesis | routed |
|---|---|---|
| a31oi_1 | 20 | 20 |
| mux2_2 | 28 | 28 |
| a41oi_1 | 10 | 8 |
| a32oi_1 | 9 | 9 |
| buf_4 | 44 | 85 |
| o31ai_1 | 13 | 10 |
| nor3_1 | 42 | 41 |
| a221oi_1 | 22 | 22 |
| inv_1 | 104 | 104 |
| a21oi_1 | 156 | 154 |
| xnor2_1 | 16 | 16 |
| a2111oi_0 | 11 | 11 |
| o2111ai_1 | 8 | 8 |
| a2bb2oi_1 | 23 | 23 |
| mux2i_1 | 268 | 265 |
| o211ai_1 | 36 | 36 |
| nand2b_1 | 9 | 9 |
| o21ai_0 | 156 | 156 |
| o21bai_1 | 10 | 10 |
| o221ai_1 | 18 | 18 |
| nor4_1 | 12 | 12 |
| a221o_1 | 14 | 14 |
| o22ai_1 | 28 | 28 |
| nand2_1 | 245 | 245 |
| o21a_1 | 8 | 8 |
| nor2b_1 | 19 | 18 |
| a21o_1 | 15 | 15 |
| and3_1 | 10 | 10 |
| clkdlybuf4s50_1 | 0 | 320 |
| ha_1 | 97 | 97 |
| nor2_1 | 180 | 179 |
| nand3_1 | 40 | 40 |
| a211oi_1 | 42 | 41 |
-- worst max-delay path: stages --
cell and delay, ps:
clkdlybuf4s50_1 400, buf_4 240, nor2b_2 240, buf_4 270, and3b_1 210, a221oi_1 570
clkinv_1 500, ha_1 400, o31ai_1 380, a21oi_1 190, a211oi_1 440, o221ai_1 320
a31oi_1 280, xnor2_1 140, nor2_1 80, a2111oi_4 800, mux2i_1 470, o21ai_0 160
clkdlybuf4s50_1 430
-- final timing paths --
kind | start | to | slack (ps)
hold / removal | control_in[0] | control_out[0] | 7080
setup / recovery | forward_b[1] | vector_ex[2] | 4080
-- routing by layer --
metal	vias to the layer above	share of wire	global-route usage	wire length (um)
li1	7996	-	-	-
met3	422	0.17	0.261	12800
met4	8	0.085	0.335	6220
met2	1688	0.39	0.727	28300
met5	-	0.0015	0.0226	110
met1	8223	0.35	0.645	25900
Power is estimated from default activity; no workload was simulated.
