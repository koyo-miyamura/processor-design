===== design/flow/config.mk =====
export PLATFORM = sky130hd
export DESIGN_NAME = branch_pre
export DESIGN_NICKNAME = branch_pre
export VERILOG_FILES = /design/flow/design.v
export SDC_FILE = /design/flow/constraint.sdc
export NUM_CORES = 4
export LEC_CHECK = 1
export CORE_UTILIZATION = 30
export SYNTH_MEMORY_MAX_BITS = 65536

===== design/flow/constraint.sdc =====
current_design branch_pre

set clk_period 481.8
set clk_io_pct 0.2

create_clock -name clk0 -period $clk_period [get_ports {clk}]

set non_clock_inputs [all_inputs -no_clocks]
set_input_delay [expr $clk_period * $clk_io_pct] -clock clk0 $non_clock_inputs
set_output_delay [expr $clk_period * $clk_io_pct] -clock clk0 [all_outputs]

===== design/flow/design.v =====
`timescale              1 ns/1 ps
module branch_pre(predict,
	      Iadd,Badd,Idata,Bdata,result,if_id_write,clk);
	input [31:0]Iadd,Badd,Idata,Bdata;
	input result,if_id_write,clk;
	output predict;
	parameter bal=6'b000001,bs=4'b0001;
	parameter WIDTH=2;
	parameter ENTRY=4096;
	parameter ADDRESS=12;
	parameter Initial=2'b01;
	reg  [WIDTH-1:0]  ram [ENTRY-1:0];
	reg  [31:0]       corect_counter;
	reg  [31:0]	  branch_counter;
	wire [ADDRESS-1:0]I_index=Iadd[ADDRESS+1:2];
	wire [ADDRESS-1:0]B_index=Badd[ADDRESS+1:2];
	wire I_branch_check=(Idata[31:26]==bal)||(Idata[31:28]==bs);
	wire B_branch_check=(Bdata[31:26]==bal)||(Bdata[31:28]==bs);
	assign predict=(I_branch_check==0)?                           1'bz:
		       ( (ram[I_index]==2'b11)||(ram[I_index]==2'b10) )? 1:0;
	always @(posedge clk)
	begin
		if((B_branch_check==0)||(if_id_write==0))
		begin
			corect_counter=corect_counter;
		end
		else if( ( (result==1)&& ((ram[B_index]==2'b11)||(ram[B_index]==2'b10)) )||( (result==0)&& ((ram[B_index]==2'b01)||(ram[B_index]==2'b00)) ) )
		begin
			corect_counter=corect_counter+1;
		end
		else 
		begin
			corect_counter=corect_counter;
		end
		if((B_branch_check==0)||(if_id_write==0))
		begin
			ram[B_index]<=ram[B_index];
		end
		else if( ((result==1)&&(ram[B_index]==2'b11)) || ((result==0)&&(ram[B_index]==2'b00)))
		begin
			ram[B_index]<=ram[B_index];
		end
		else if(result==1)
		begin
			ram[B_index]<=ram[B_index]+1;
		end
		else
		begin
			ram[B_index]<=ram[B_index]-1;
		end
		if(I_branch_check==1)
		begin
			branch_counter=branch_counter+1;
		end
		else
		begin
			branch_counter=branch_counter;
		end
	end
	integer i;
        initial begin
	corect_counter=0;
	branch_counter=0;
        for(i=0;i<ENTRY;i=i+1)
            ram[i]=Initial;
	end
endmodule

===== design/flow/run.sh =====
#!/bin/bash
# OpenROAD 26Q1-2900-gdf79404cd8, Yosys 0.63+post, stock flow scripts
make -C /OpenROAD-flow-scripts/flow DESIGN_CONFIG=/design/flow/config.mk WORK_HOME=/design/flow/orfs finish

==> datasheet_impl.txt <==
Characteristics after synthesis and place and route

Parameter                              Value

Final timing
  Pin slew with the least headroom to its limit    1.37 ns
  Number of endpoints failing setup at the final stage    0
  Max-slew headroom    8.04%
  RSZ-0062 raised after global routing    no
  Setup Skew    0.119 ns
  Worst-case hold slack    1.87 ns
  Period utilisation layout    41.7%
  Sum of negative setup slack    0 ns
  PnR worst setup slack    281.10 ns
  Minimum period implied by the final worst setup slack    200.70 ns
  Final Hold Violating Endpoints    0
  Max Fclk    4.98 MHz
  Number of max-slew violations in the final report    0

Global routing
  Pin count of the biggest net entering global routing    175
  Number of global-route vias before repair    250,972
  Number of antenna violations at the first check in global routing    202
  Total grt overflow    0
  Wire length of the first global-routing pass    2,060,000 microns
  Global router's overall resource usage    26.0%

Synth
  Flip-flops with a built-in enable    8,192
  Primary flip-flop cell chosen by synthesis mapping    edfxtp_1
  FFs w/ async S/R, synth    0%
  Syn avg cell area    15.7 sq um
  Total of flip-flops plus latches after synthesis    8,192
  Sequential fraction of the synthesis area    67.4%
  Synthesized cell area    0.365 sq mm
  Yosys Chip Area    0.365 sq mm
  YS warnings    2
  Post-synthesis cell count from yosys    23,249
  Post-synthesis cell count    23,249
  Yosys cell types    83

Worst hold path
  Source of the worst hold timing path    ram[982][0]
  Worst min path class    reg2reg

Setup path
  Most used cell along the critical path    buf_4
  Setup Crit Path Kind    in2out
  Highest cell delay on the worst timing path    0.67 ns
  Buffering stage count on the worst path with inverters included    9
  Critical path, cell by cell    buf_16 -> buf_4 -> buf_4 -> buf_4 -> buf_4 -> buf_4 -> buf_4 -> mux4_2 -> mux4_2 -> o22ai_1 -> nor3_1 -> o21ai_0 -> buf_4 -> o311a_1 -> nor4_1 -> a31oi_1 -> o311ai_1 -> mux2_2 -> clkdlybuf4s50_1
  Worst path required time    385.44 ns
  Start of the worst register-to-register path    ram[2042][1]
  Setup crit end kind    output pin
  Beginning of the critical path    Iadd[2]
  Worst path top cell family by delay    buffers and inverters
  Critical path data arrival time    104.34 ns
  Type of element launching the critical path    input pin
  Critical path fanouts, max    57
  Worst-path cell with the longest stage delay    clkdlybuf4s50_1

Pwr
  Leakage    127 nW
  Overall power    1.67 mW
  P per Cell Area    4.01 mW/mm^2
  VDD IR max    0.00000486 V

Placement
  Hpwl dp    932,000 microns
  Pre-CTS setup slack    281.05 ns
  Count of port buffers added during placement    33
  Number of cells in the design after placement    38,294
  Final weighted congestion in routability-driven placement    0.988

Flow run
  Count of maximum capacitance violations    0
  Tool warnings    199

Final layout
  Top logic cells by instance count in the layout    edfxtp_1 (8,192), nor2_1 (4,500), mux4_2 (1,847), mux2i_1 (1,189), buf_4 (1,149)
  Non-filler cells, final    40,286
  Dominant logic cell type in the layout    edfxtp_1
  Sequential Area    0.246 sq mm
  Number of flip-flops in the largest register    8,192
  Logic area    0.110 sq mm
  Largest registers in the final layout    ram: 8192 flops
  Largest register by flop count    ram
  Total of fill cells in the finished design    113,077
  Synth-to-Final Area Change    13.7%
  Layout cells sized above 1    21.6%

Route
  Count of unresolved DRC violations after routing    0
  Pre-Repair DR Iteration Count    9
  Total length of routed wires    1,520,000 microns
  Number of vias after detailed routing    241,327
  Vias per inst    5.99
  Routed WL per cell    37.7 microns
  Antenna-violating nets left    0
  DR iter-0 viols    22,612

Floorplanning
  Overall chip area    1.22 sq mm
  IO Count    132
  Placement row count    405
  Chip Width    1110 microns
  Initial Utilization    30.1%
  Area of the core    1.21 sq mm
  Die height    1110 microns

Run status
  Run status    complete, no violations

Clock tree
  Clock sink count    8,192
  Number of gates resized after CTS    0
  Deepest level of the CTS H-tree    6
  Clk root buf    clkbuf_16
  CTS tree    yes
  Count of hold buffers inserted by post-cts repair    0
  Clock-pin slew on the worst setup and hold paths    0.06 ns
  Clock tree buffer depth    4
  Clock latency at the later pin of the worst-skew pair    1.26 ns
  Number of post-CTS setup repair buffers    0
  CTS Buf Count    840
[cells by family after synthesis]
family / after synthesis / share of synthesized area [%]
muxes: 3680 / 16.6
and+or+nand+nor: 5282 / 5.62
buffers and inverters: 2274 / 2.85
adders and majority gates: 2 / 0.00685
AOI/OAI and AO/OA: 3818 / 7.52
xor gates and xnor gates: 1 / 0.00240
DFF: 8192 / 67.4
[worst register-to-register path, stage by stage, from the launching register on]
cell	delay [ns]
edfxtp_1	0.40
mux2_2	0.28
a22oi_1	0.14
o22ai_1	0.11
o21ai_0	0.50
o221ai_1	0.23
nor4b_1	0.70
buf_4	0.22
o22a_1	0.50
a41oi_1	0.68
nor4_2	0.49
nand2_1	0.17
inv_1	0.10
ha_1	0.24
nor3b_1	0.14
o21ai_0	0.23
o211a_4	0.67
buf_12	0.63
buf_4	0.77
buf_4	0.69
buf_4	0.77
buf_4	0.72
buf_4	0.82
[metal layers]
metal,GRT usage (%),vias to the layer above,share of wire (%),wire length (microns)
met3,26.9,5234,22,341000
met4,17.4,342,7.7,116000
li1,-,93254,-,-
met5,10.5,-,0.83,12700
met1,22.8,120386,27,418000
met2,33.9,22111,42,632000
[Yosys cell counts (33+ instances only)]
library cell / number / share of area [%]
a211oi_1: 82 / 0.17
a21oi_1: 627 / 0.86
a221o_1: 177 / 0.49
a221oi_1: 778 / 1.9
a222oi_1: 69 / 0.19
a22o_1: 134 / 0.32
a22oi_1: 513 / 1.1
a31oi_1: 81 / 0.14
buf_1: 192 / 0.20
buf_2: 560 / 0.77
buf_4: 194 / 0.40
buf_6: 59 / 0.18
clkbuf_1: 1258 / 1.3
edfxtp_1: 8192 / 67
mux2_2: 634 / 2.0
mux2i_1: 1189 / 3.3
mux4_2: 1847 / 11
nand2_1: 476 / 0.49
nand3_1: 71 / 0.097
nor2_1: 4519 / 4.6
nor3_1: 33 / 0.045
o211ai_1: 42 / 0.086
o21ai_0: 482 / 0.66
o221ai_1: 73 / 0.18
o22a_1: 53 / 0.13
o22ai_1: 442 / 0.76
o2bb2ai_1: 63 / 0.15
[per-stage QoR]
step / cell area, sq um / utilization (%)
after global placement: 386000 / 31.8
after global routing: 415000 / 34.1
after floorplan: 365000 / -
after detailed placement: 386000 / 31.8
final: 415000 / 34.2
after CTS: 414000 / 34.1
[power by group]
| group | leakage, nW | switching [mW] | internal (mW) | total (mW) |
|---|---|---|---|---|
| registers | 74.2 | 0.0000624 | 0.829 | 0.830 |
| clock network | 13.5 | 0.289 | 0.379 | 0.669 |
| logic | 38.8 | 0.129 | 0.0385 | 0.167 |
| total | 127 | 0.418 | 1.25 | 1.67 |
[worst paths after layout]
check	endpoint	slack, ns	cells after the start
worst max-delay path	predict	281.10	19
worst min-delay path	ram[2386][0]	1.87	10
worst max register to register	ram[1522][1]	471.21	22
worst min register to register	ram[2386][0]	1.87	10
[area by class of cell]
class,instances,area share [%]
timing repair buffer,1232,2.42
sequential,8192,59.2
multi-input combinational,12783,26.5
clock inverter,552,1.49
inverter,11,0.0154
tap,16076,4.84
antenna,432,0.260
clock buffer,1008,5.24
Power is estimated from default activity; no workload was simulated.
